[flow/design.v]
`timescale 1ns/100ps
module pr_id_ex (
    CLK, RESET, 
    ID_PC, ID_REG_DATA1, ID_REG_DATA2, ID_IMMEDIATE,
    ID_REG_WRITE_ADDR, ID_REG_READ_ADDR1, ID_REG_READ_ADDR2,
    ID_ALU_SELECT, ID_OPERAND1_SELECT, ID_OPERAND2_SELECT,
    ID_REG_WRITE_EN, ID_DATA_MEM_WRITE, ID_DATA_MEM_READ, 
    ID_BRANCH_CTRL, ID_WB_VALUE_SELECT,
    EX_PC, EX_REG_DATA1, EX_REG_DATA2, EX_IMMEDIATE,
    EX_REG_WRITE_ADDR, EX_REG_READ_ADDR1, EX_REG_READ_ADDR2,
    EX_ALU_SELECT, EX_OPERAND1_SELECT, EX_OPERAND2_SELECT,
    EX_REG_WRITE_EN, EX_DATA_MEM_WRITE, EX_DATA_MEM_READ,
    EX_BRANCH_CTRL, EX_WB_VALUE_SELECT
);
    input CLK, RESET;
    input [31:0] ID_PC, ID_REG_DATA1, ID_REG_DATA2, ID_IMMEDIATE;
    input [4:0] ID_REG_WRITE_ADDR, ID_REG_READ_ADDR1, ID_REG_READ_ADDR2;
    input ID_REG_WRITE_EN, ID_OPERAND1_SELECT, ID_OPERAND2_SELECT;
    input [4:0] ID_ALU_SELECT;
    input [3:0] ID_DATA_MEM_READ, ID_BRANCH_CTRL;
    input [2:0] ID_DATA_MEM_WRITE;
    input [1:0] ID_WB_VALUE_SELECT;
    output reg [31:0] EX_PC, EX_REG_DATA1, EX_REG_DATA2, EX_IMMEDIATE;
    output reg [4:0] EX_REG_WRITE_ADDR, EX_REG_READ_ADDR1, EX_REG_READ_ADDR2;
    output reg EX_REG_WRITE_EN, EX_OPERAND1_SELECT, EX_OPERAND2_SELECT;
    output reg [4:0] EX_ALU_SELECT;
    output reg [3:0] EX_DATA_MEM_READ, EX_BRANCH_CTRL;
    output reg [2:0] EX_DATA_MEM_WRITE;
    output reg [1:0] EX_WB_VALUE_SELECT;
    always @ (posedge CLK)
    begin
        if (RESET == 1'b1)
        begin
            EX_PC <= #0.1 32'd0;
            EX_REG_DATA1 <= #0.1 32'd0;
            EX_REG_DATA2 <= #0.1 32'd0;
            EX_IMMEDIATE <= #0.1 32'd0;
            EX_REG_WRITE_ADDR <= #0.1 4'd0;
            EX_REG_READ_ADDR1 <= #0.1 4'd0;
            EX_REG_READ_ADDR2 <= #0.1 4'd0;
            EX_ALU_SELECT <= #0.1 5'd0;
            EX_OPERAND1_SELECT <= #0.1 1'd0;
            EX_OPERAND2_SELECT <= #0.1 1'd0;
            EX_REG_WRITE_EN <= #0.1 1'd0;
            EX_DATA_MEM_WRITE <= #0.1 3'd0;
            EX_DATA_MEM_READ <= #0.1 4'd0;
            EX_BRANCH_CTRL <= #0.1 4'd0;
            EX_WB_VALUE_SELECT <= #0.1 2'd0;
        end
        else
        begin
            EX_PC <= #0.1 ID_PC;
            EX_REG_DATA1 <= #0.1 ID_REG_DATA1;
            EX_REG_DATA2 <= #0.1 ID_REG_DATA2;
            EX_IMMEDIATE <= #0.1 ID_IMMEDIATE;
            EX_REG_WRITE_ADDR <= #0.1 ID_REG_WRITE_ADDR;
            EX_REG_READ_ADDR1 <= #0.1 ID_REG_READ_ADDR1;
            EX_REG_READ_ADDR2 <= #0.1 ID_REG_READ_ADDR2;
            EX_ALU_SELECT <= #0.1 ID_ALU_SELECT;
            EX_OPERAND1_SELECT <= #0.1 ID_OPERAND1_SELECT;
            EX_OPERAND2_SELECT <= #0.1 ID_OPERAND2_SELECT;
            EX_REG_WRITE_EN <= #0.1 ID_REG_WRITE_EN;
            EX_DATA_MEM_WRITE <= #0.1 ID_DATA_MEM_WRITE;
            EX_DATA_MEM_READ <= #0.1 ID_DATA_MEM_READ;
            EX_BRANCH_CTRL <= #0.1 ID_BRANCH_CTRL;
            EX_WB_VALUE_SELECT <= #0.1 ID_WB_VALUE_SELECT;
        end
    end
endmodule
[flow/run.sh]
#!/bin/bash
# OpenROAD 26Q1-2900-gdf79404cd8, Yosys 0.63+post, stock flow scripts
make -C /OpenROAD-flow-scripts/flow DESIGN_CONFIG=/design/flow/config.mk WORK_HOME=/design/flow/orfs finish
[flow/config.mk]
export PLATFORM = sky130hd
export DESIGN_NAME = pr_id_ex
export DESIGN_NICKNAME = pr_id_ex
export VERILOG_FILES = /design/flow/design.v
export SDC_FILE = /design/flow/constraint.sdc
export NUM_CORES = 4
export LEC_CHECK = 1
export CORE_AREA = 10 10 190 190
export DIE_AREA = 0 0 200 200
[flow/constraint.sdc]
current_design pr_id_ex

set clk_period 1.0
set clk_io_pct 0.2

create_clock -name clk0 -period $clk_period [get_ports {CLK}]

set non_clock_inputs [all_inputs -no_clocks]
set_input_delay [expr $clk_period * $clk_io_pct] -clock clk0 $non_clock_inputs
set_output_delay [expr $clk_period * $clk_io_pct] -clock clk0 [all_outputs]
==> design notes <==
The run finished, with violations left. The checks that failed: setup timing. The total leakage power is 3.52 nW, and the minimum period implied by the final worst setup slack is 1120 ps. Per the final report, max-transition violations number 0. Combinational logic burns 9.4% of the power. The number of instances in the synthesized netlist was 346. The remaining routing DRC violations is 0, and the synthesized area per cell is 12.7 sq um. Summing every instance area after synthesis gives 4400 sq um. Setup repair after global routing could not meet its margin everywhere.

The longest incremental delay of any stage on the critical path is reported as 370 ps. Summed over all failing endpoints, the final setup total negative slack is -5950 ps. The total area inside the core boundary comes to 31800 sq um. Critical hold path startpoint: RESET. The worst setup path is launched from a register. Per the Yosys statistics, synthesis produced 346 cells. The sequential cells in the finished layout cover a total of 3320 sq um. The number of hold violations in the final report came out at 0. The fraction of the yosys area taken by sequential cells is 74.6%.

The critical path's slowest stage uses the library cell dfxtp_4. The yosys warning tally came out at 1. The logs give 13200 um for the detailed-placement wirelength estimate and 8300 sq um for the cell area after placement.

The area of the multi-input gates came out at 1030 sq um. The max-slew check reports its worst relative slack as 77.4%. The count of maximum capacitance violations is 0. After routing the design area is 8130 sq um.

In this run, the clock network consumes 43.0% of the power. With the initial antenna violation count at 0, the number of nets with antenna violations after detailed routing is 0. Worst hold path cell count: 3.

The proportion of power drawn by flip-flops and latches came out at 47.7%. With the worst-path maximum fanout at 1, the fill cell total of the finished layout is 3386. The run gives 14.6 mW for the total power consumption of the routed design.

Cells with a size suffix above 1 make up 33.1% of the layout. The number of inserted diodes is 0, and the CTS sink count is 164. The switching share of power works out to 22.1%. The tools report the pin count of the biggest net entering global routing as 76.

With the buffer-and-inverter tally for the worst setup path at 1, the layout-stage area growth over the synthesis result is 84.8%. The cell-internal power was 11.4 mW. Total die area: 40000 sq um. The type of element capturing the critical path is an output pin. In this run the horizontal extent of the chip is 200 um. Looking at the setup timing report, the critical path kind is reg -> out.

The run gives 112% for the portion of the clock cycle consumed by the worst path in the final layout. The path with the worst hold slack has its endpoint at EX_PC[12]. In the final report, the number of endpoints failing setup comes to 164. Counting the buffers created by CTS gives 17. After clock tree synthesis, the clock-pin slew on the worst setup and hold paths is 70 ps. The run gives 0 as the final global-route overflow total. In the synthesis report, Yosys lists the chip area as 4400 sq um.

The cell class contributing the biggest share of worst-path delay is flip-flops. The gate-level netlist out of Yosys references 3 unique cell types. The first global-routing pass estimated 23200 um of wire. Per the gpl log, the routability congestion estimate is 0.775.

For this run, the detailed router reports a per-instance via density of 3.07. The type recorded for the worst min-delay path is in -> reg. The post-route worst setup slack was -121 ps. For the I/O pin count, the log shows 330.

The signal arrival time at the worst endpoint is 920 ps. The number of global-route vias before repair came out at 3742. TritonCTS built the clock tree. The final layout contains routed wiring with a total length of 16400 um. Per the CTS log, the buffer count on the longest clock path is 2. For the routed via count, the log shows 3489. The slew of the pin with the lowest slew margin works out to 340 ps.

The cell sequence reported for the critical path is buf_6. The final routed wire length divided by cell count is 14.5 um, and the maximum operating frequency is 892 MHz. The tools report the cell at the root of the clock tree as clkbuf_16. The total of flip-flops plus latches after synthesis is 164.

The number of rows in the core area is 65. The run gives 4 as the total number of H-tree levels. The net switching power is 3.23 mW.

The overall global routing resource usage is 7.87%, and the share of the core filled by cells before placement is 13.8%. With the data required time of the worst path at 800 ps, the violation count after the first detailed-routing iteration is 43. With the number of logged tool warnings at 27, the floorplan die height is 200 um. With the total power divided by cell area at 1800 nW/um^2, the port buffer count is 329. The first detailed-routing pass ran for 4 iterations. The run gives 1120 uV as the maximum vdd drop.
## per-stage QoR
step | worst slack, ps | util [%] | hold WS, ps | std cells
floorplan | 301 | - | 328 | 346
global placement | -196 | 26.1 | 595 | 1103
detailed placement | -203 | 26.1 | 595 | 1103
CTS | -162 | 25.4 | 107 | 1135
global route | -173 | 25.6 | 113 | 1135
finish | -121 | 25.6 | 134 | 1135
## timing repair
| action | CTS | global route |
|---|---|---|
| gates resized | 558 | 17 |
| pin swaps | 0 | 0 |
| setup buffers | 0 | 0 |
| setup endpoints to repair | 164 | 164 |
| hold buffers | 0 | 0 |
## cells in the final DEF, fill, tap and decap left out
| cell | n |
|---|---|
| buf_2 | 155 |
| clkinv_4 | 3 |
| clkinvlp_4 | 3 |
| buf_4 | 6 |
| inv_6 | 1 |
| bufinv_16 | 1 |
| dfxtp_1 | 138 |
| dfxtp_2 | 24 |
| clkdlybuf4s50_1 | 164 |
| clkbuf_8 | 1 |
| clkbuf_1 | 2 |
| clkbuf_16 | 17 |
| dfxtp_4 | 2 |
| buf_6 | 9 |
| buf_12 | 6 |
| nor2b_1 | 164 |
| clkinv_2 | 4 |
## sequential cells by signal (all words and copies together) (netlist names), 2 cells and up
name / flops
EX_DATA_MEM_READ: 4
EX_REG_READ_ADDR2: 5
EX_PC: 32
EX_REG_READ_ADDR1: 5
EX_BRANCH_CTRL: 4
EX_WB_VALUE_SELECT: 2
EX_IMMEDIATE: 32
EX_REG_DATA1: 32
EX_DATA_MEM_WRITE: 3
EX_REG_WRITE_ADDR: 5
EX_ALU_SELECT: 5
EX_REG_DATA2: 32
## cells in the mapped netlist, drive strengths merged
library cell,instances,area [sq um]
buf,18,90.1
dfxtp,164,3280
nor2b,164,1030
## power by group through the flow
| stage | registers (mW) | logic (mW) | clock network (mW) |
|---|---|---|---|
| after CTS | 6.96 | 1.40 | 6.57 |
| after global routing | 7.00 | 1.52 | 6.83 |
| final | 6.97 | 1.37 | 6.28 |
## final cells by class
class	count	area share, %
clock buffers	20	5.49
clock inverters	12	1.32
multi-input cells	164	12.6
flip-flops and latches	164	40.8
well taps	435	6.70
repair buffers	340	33.0
## worst max-delay path by stage
stage / startpoint / cells after the start / to / slack [ps]
after global routing: EX_PC[13] / 1 / EX_PC[13] / -170
final: EX_PC[13] / 1 / EX_PC[13] / -120
after CTS: EX_PC[19] / 1 / EX_PC[19] / -160
## metal layers
| metal | vias up | GRT usage [%] | wire [um] |
|---|---|---|---|
| met5 | - | 0 | 0 |
| met4 | 0 | 1.07 | 227 |
| met3 | 11 | 5.51 | 2670 |
| met2 | 222 | 12.0 | 7130 |
| met1 | 1537 | 9.09 | 6410 |
| li1 | 1719 | - | - |
## cells by family after synthesis
group / share of synthesized area (%)
and+or+nand+nor: 23.3
DFF: 74.6
buffers and inverters: 2.05
Power figures rest on the tool's default switching activity, not on a simulated workload.
