[design/flow/run.sh]
#!/bin/bash
# OpenROAD 26Q1-2900-gdf79404cd8, Yosys 0.63+post, stock flow scripts
make -C /OpenROAD-flow-scripts/flow DESIGN_CONFIG=/design/flow/config.mk WORK_HOME=/design/flow/orfs finish
[design/flow/config.mk]
export PLATFORM = sky130hd
export DESIGN_NAME = alu
export DESIGN_NICKNAME = alu
export VERILOG_FILES = /design/flow/design.v
export SDC_FILE = /design/flow/constraint.sdc
export NUM_CORES = 4
export LEC_CHECK = 1
export CORE_UTILIZATION = 50
[design/flow/constraint.sdc]
current_design alu

set clk_period 268.4
set clk_io_pct 0.2

create_clock -name clk0 -period $clk_period

set non_clock_inputs [all_inputs -no_clocks]
set_input_delay [expr $clk_period * $clk_io_pct] -clock clk0 $non_clock_inputs
set_output_delay [expr $clk_period * $clk_io_pct] -clock clk0 [all_outputs]
[design/flow/design.v]
`timescale 1ns/100ps
module alu (DATA1, DATA2, RESULT, SELECT);
    input [31:0] DATA1, DATA2;
    input [4:0] SELECT;
    output reg [31:0] RESULT;
    wire [31:0] ADD,
                SUB,
                AND,
                OR,
                XOR,
                SLL,
                SRL,
                SRA,
                SLT,
                SLTU,
                MUL,
                MULH,
                MULHSU,
                MULHU,
                DIV,
                DIVU,
                REM,
                REMU,
                FWD,
                JTARGET;
    wire [63:0] MULH64,
                MULHU64;
    reg  [63:0] MULHSU64;
    assign #1 FWD = DATA2;  
    assign #2 ADD = DATA1 + DATA2;  
    assign #2 SUB = DATA1 - DATA2;  
    assign #1 AND = DATA1 & DATA2;  
    assign #1 OR = DATA1 | DATA2;  
    assign #1 XOR = DATA1 ^ DATA2;  
    assign JTARGET = {ADD[31:1], 1'b0};
    assign #2 SLL = DATA1 << DATA2; 
    assign #2 SRL = DATA1 >> DATA2; 
    assign #2 SRA = $signed(DATA1) >>> DATA2; 
    assign #1 SLT = $signed(DATA1) < $signed(DATA2) ? 32'd1 : 32'd0;  
    assign #1 SLTU = $unsigned(DATA1) < $unsigned(DATA2) ? 32'd1 : 32'd0;  
    assign #2 MUL = DATA1 * DATA2;
    assign #2 MULH64 = $signed(DATA1) * $signed(DATA2); 
    assign MULH = MULH64[63:32];
    always @ (*)
    begin
        #2
        case ({DATA1[31], DATA2[31]})
            2'b00, 2'b01:
                MULHSU64 = DATA1 * DATA2;        
            2'b10:
                MULHSU64 = $signed(DATA1) * $signed(DATA2);      
            2'b11:
                MULHSU64 = ~($signed(DATA1) * $unsigned(DATA2)) + 1;     
        endcase
    end
    assign MULHSU = MULHSU64[63:32];
    assign #2 MULHU64 = $unsigned(DATA1) * $unsigned(DATA2);
    assign MULHU = MULHU64[63:32];
    assign #3 DIV = $signed(DATA1) / $signed(DATA2);
    assign #3 DIVU = $unsigned(DATA1) / $unsigned(DATA2);
    assign #3 REM = $signed(DATA1) % $signed(DATA2);
    assign #3 REMU = $unsigned(DATA1) % $unsigned(DATA2);
    always @ (*) 
    begin
        casez (SELECT)
            5'b00000:
                RESULT = ADD;
            5'b10001:
                RESULT = JTARGET;
            5'b00001:
                RESULT = SLL;
            5'b00010:
                RESULT = SLT;
            5'b00011:
                RESULT = SLTU;
            5'b00100:
                RESULT = XOR;
            5'b00101:
                RESULT = SRL;
            5'b00110:
                RESULT = OR;
            5'b00111:
                RESULT = AND;
            5'b10000:
                RESULT = SUB;
            5'b10101:
                RESULT = SRA;
            5'b11???:
                RESULT = FWD;
            5'b01000:
                RESULT = MUL;
            5'b01001:
                RESULT = MULH;
            5'b01010:
                RESULT = MULHSU;
            5'b01011:
                RESULT = MULHU;
            5'b01100:
                RESULT = DIV;
            5'b01101:
                RESULT = DIVU;
            5'b01110:
                RESULT = REM;
            5'b01111:
                RESULT = REMU;
            default: 
                RESULT = 0;
        endcase
    end
endmodule
==> run notes <==
The flow run is done. Placer congestion estimate landed at 1.16. Count of routing violations after the opening detailed-route iteration landed at 12900. The synthesized design spends more area on one cell type than any other, namely sky130_fd_sc_hd__fa_1. Layout overhead on the synthesized area landed at 5.80%. Per the power-grid run, VDD falls by no more than 0.436 mV. Among the stages of the critical path, the cell type that occurs most often is sky130_fd_sc_hd__o21a_1. Per the slew report, the remaining headroom to the max-slew limit stands at -3.03%. The share of the Yosys chip area taken by registers is 0%. By count the netlist is led by sky130_fd_sc_hd__nand2_1 (1968), sky130_fd_sc_hd__inv_1 (1881), sky130_fd_sc_hd__nor2_1 (1630), sky130_fd_sc_hd__ha_1 (1608), sky130_fd_sc_hd__fa_1 (1474). By startpoint and endpoint, the worst setup path is classified as in -> out. The first global-routing pass estimated 866000 um of wire. Number of pins exceeding their max-slew limit in the final report landed at 2. Cell-internal power landed at 1.68 mW.

Overall track demand over capacity in global routing landed at 49.4%. Count of cells resized by post-cts repair landed at 0. Maximum cell stage delay along the critical path landed at 1.19 ns. Warning total across the stage logs landed at 103. The launch point of the worst min-delay path is recorded as SELECT[0]. Area of the mapped netlist landed at 125000 um2. Looking at the max-slew report, the worst-margin pin has a slew of 1.53 ns. Setup fix buffers added after clock tree synthesis landed at 0. Per the synthesis report, the number of distinct cell types is 111. The final critical path takes up 76.7% of the cycle. The floorplan step set the die height to 502 um. Count of final hold-check violations landed at 0. Wire length per cell landed at 29.8 um.

STA classifies the critical path endpoint as an output port. At the floorplan stage, the core utilization is reported as 50.3%. The data arrival time reported for the critical path is 152.27 ns. The most critical setup path has its startpoint at DATA2[1]. The number of global-route vias before repair came to 125000. Count of input and output buffers landed at 101. In the post-route analysis, the smallest setup slack over all paths is 62.45 ns.

Leakage power summed over all cells landed at 63.5 nW. After layout, the minimum clock period comes to 205.95 ns. The routed design has 602000 um of wire. The floorplan has 183 rows. The post-CTS hold buffer count recorded in the log is 0. Pre-CTS worst setup slack landed at 65.14 ns. Max-cap check violation count landed at 1. I/O pin count landed at 101.

Routed via count landed at 130000. Detail-routed via count per cell landed at 6.45. Per the STA report, the cell with the highest stage delay on the worst path is sky130_fd_sc_hd__xnor2_1. Chip area in the Yosys report landed at 125000 um2. Final sum of negative setup slack landed at 0 ns. At the worst endpoint, the required time is 214.72 ns. Power dissipated by switching net loads landed at 3.27 mW. After synthesis, the cell types taking the most area are sky130_fd_sc_hd__fa_1 (24%), sky130_fd_sc_hd__ha_1 (16%), sky130_fd_sc_hd__nand2_1 (5.9%). Die span in x landed at 502 um.

The layout report lists the combined flip-flop and latch area as 0 um2. Die footprint landed at 252000 um2. Setup repair after global routing left no endpoint under its margin. Number of DRC violations after detailed routing landed at 0. Count of sequential standard cells landed at 0.

Number of antenna violations at the first check in global routing landed at 72. After synthesis, the design contains 16900 cells according to Yosys. Placeable core area landed at 249000 um2. Final setup violation count landed at 0. sky130_fd_sc_hd__nand2_1 is the most common cell in the netlist. The flow reports an fmax of 4.86 MHz. Total power divided by cell area landed at 37.4 nW/um2. Looking at the critical path, the highest net fanout was 38. Fraction of post-synthesis cell area in the top cell type by area landed at 23.6%. The number of cells on the worst hold path is listed as 6.

Count of clock-net buffers in the final layout landed at 0. In this run the mean area of a mapped cell was 7.41 um2. Total number of yosys warnings landed at 1. The layout summary lists the proportion of cells stronger than drive strength 1 as 6.73%. Iteration tally of the first detailed-router pass landed at 8. The type recorded for the worst min-delay path is in -> out. Half-perimeter wire length of the detailed placement result landed at 492000 um. The checks that failed: max-capacitance violations, max-slew violations. In the hold report, the worst path ends at RESULT[0]. Per the post-route antenna check, the number of violating nets is 0. Counting every instance in the synthesized netlist gives 16900. The power report shows net switching accounting for 66.0% of the total. The flow ran to the end, but the final reports show violations.

STA classifies the critical path startpoint as an input port. The global route stage reports its total congestion overflow as 0. Largest net degree at the start of global routing landed at 105.
## logic make-up after synthesis
logic type / Yosys count / share of synthesized area, %
AND/OR/NAND/NOR: 5572 / 20.3
AND-OR/OR-AND: 4354 / 23.0
adder cells (fa/ha/maj): 3082 / 39.7
buffers and inverters: 2620 / 7.93
XOR/XNOR: 985 / 6.90
multiplexers: 247 / 2.14
other: 2 / 0.00601
## per-layer routing
layer | vias to the layer above | share of wire, % | global-route usage, %
li1 | 58500 | - | -
met1 | 61900 | 38 | 63.5
met2 | 7879 | 40 | 67.5
met3 | 1983 | 14 | 23.4
met4 | 76 | 8.1 | 30.5
met5 | - | 0.12 | 0.405
## critical path: cells and delay by family
| kind | cells | cell delay (ns) |
|---|---|---|
| buf+inv | 35 | 9.85 |
| fa+ha+maj | 33 | 10.35 |
| xor+xnor | 1 | 1.19 |
| compound gates | 198 | 52.63 |
| simple gates | 80 | 21.05 |
| mux | 9 | 3.24 |
## stage by stage
stage	hold slack [ns]	power (mW)	std cells	cell area [um2]	utilization (%)
floorplan	107.73	2.78	16900	125000	-
global placement	108.79	4.71	20200	132000	53.1
detailed placement	108.80	4.68	20200	132000	53.2
CTS	108.80	4.72	20200	132000	53.2
global route	108.83	5.25	20200	132000	53.2
finish	108.87	4.95	20200	132000	53.2
## cells in the final DEF (no fill, tap or decap), types with 110 or more instances in the layout
cell,Yosys,routed
sky130_fd_sc_hd__o21bai_1,113,113
sky130_fd_sc_hd__nand4_1,147,147
sky130_fd_sc_hd__buf_4,5,587
sky130_fd_sc_hd__nor3_1,461,455
sky130_fd_sc_hd__nand3_1,302,302
sky130_fd_sc_hd__or3_1,155,155
sky130_fd_sc_hd__a211oi_1,141,139
sky130_fd_sc_hd__and3_1,110,110
sky130_fd_sc_hd__nand2_1,1968,1968
sky130_fd_sc_hd__a21o_1,413,413
sky130_fd_sc_hd__fa_1,1474,1473
sky130_fd_sc_hd__o31ai_1,124,121
sky130_fd_sc_hd__xor2_1,304,304
sky130_fd_sc_hd__a31oi_1,201,199
sky130_fd_sc_hd__o21ai_0,780,777
sky130_fd_sc_hd__ha_1,1608,1608
sky130_fd_sc_hd__o211ai_1,167,167
sky130_fd_sc_hd__a21oi_1,1146,1140
sky130_fd_sc_hd__nand2b_1,139,139
sky130_fd_sc_hd__mux2_2,140,140
sky130_fd_sc_hd__o21a_1,356,356
sky130_fd_sc_hd__inv_1,1881,1877
sky130_fd_sc_hd__xnor2_1,681,645
sky130_fd_sc_hd__nor2_1,1630,1621
sky130_fd_sc_hd__nor2b_1,172,171
## power by group through the flow
stage	Combinational (mW)	Sequential, mW	Clock (mW)
after global routing	5.25	0	0.00000000663
after CTS	4.72	0	0
## worst max-delay path by stage
stage	slack [ns]	to	cells past startpoint
5_1_grt	56.31	RESULT[24]	360
4_1_cts	64.78	RESULT[24]	356
6_report	62.45	RESULT[24]	356
## area by class of cell
class / instances / area, um2
multi-input combinational: 14200 / 116000
antenna: 39 / 97.6
fill: 24200 / 116000
inverter: 1916 / 7200
tap: 3330 / 4170
timing repair buffer: 687 / 5130
Power is estimated from default activity; no workload was simulated.
