File: design/flow/design.v
`timescale 1ns/100ps
module reg_file (DATA_IN, DATA_OUT1, DATA_OUT2, IN_ADDR, OUT1_ADDR, OUT2_ADDR, WRITE_EN, CLK, RESET);
    input WRITE_EN, CLK, RESET;
    input [4:0] IN_ADDR, OUT1_ADDR, OUT2_ADDR;
    input [31:0] DATA_IN;
    output [31:0] DATA_OUT1, DATA_OUT2;
    reg [31:0] REGISTERS [31:0];
    assign #2 DATA_OUT1 = REGISTERS[OUT1_ADDR];
    assign #2 DATA_OUT2 = REGISTERS[OUT2_ADDR];
    integer i;
    always @ (negedge CLK) 
    begin
        if (RESET)
            for (i = 0; i < 32; i = i + 1)
                REGISTERS[i] <= #1 32'd0;        
        else
            if (WRITE_EN && (IN_ADDR !== 5'd0))      
                REGISTERS[IN_ADDR] <= #1 DATA_IN;
    end
endmodule
File: design/flow/run.sh
#!/bin/bash
# OpenROAD 26Q1-2900-gdf79404cd8, Yosys 0.63+post, stock flow scripts
make -C /OpenROAD-flow-scripts/flow DESIGN_CONFIG=/design/flow/config.mk WORK_HOME=/design/flow/orfs finish
File: design/flow/config.mk
export PLATFORM = sky130hd
export DESIGN_NAME = reg_file
export DESIGN_NICKNAME = reg_file
export VERILOG_FILES = /design/flow/design.v
export SDC_FILE = /design/flow/constraint.sdc
export NUM_CORES = 4
export LEC_CHECK = 1
export CORE_UTILIZATION = 40
File: design/flow/constraint.sdc
current_design reg_file

set clk_period 24.5
set clk_io_pct 0.2

create_clock -name clk0 -period $clk_period [get_ports {CLK}]

set non_clock_inputs [all_inputs -no_clocks]
set_input_delay [expr $clk_period * $clk_io_pct] -clock clk0 $non_clock_inputs
set_output_delay [expr $clk_period * $clk_io_pct] -clock clk0 [all_outputs]
==> Slide: Implementation Results <==
Physical Implementation Snapshot

Routing
  • First-pass iteration count of the detailed router: 6
  • Vias post-DR: about 41000
  • Remaining DRCs: 0
  • Vias per cell: approximately 5.4
  • Antenna Nets Post-Route: 0
  • Final WL: roughly 190000 µm
  • Routed len/inst: 25.43 µm
  • Drt initial violations: 2766

Place
  • HPWL after detailed placement: between 100000 and 150000 µm
  • Dpl cell area: between 0.05 and 0.06 mm²
  • Placed instance count: roughly 6300
  • GP Congestion: between 0.9 and 1
  • Port buffer count: 113

Final timing
  • Slew @ Worst Pin: around 0.95 ns
  • Relative max-transition margin: between 30% and 40%
  • RSZ-0062 raised after global routing: no
  • Max-slew violations: 0
  • Final hold vios: 0
  • Final setup viols: 0
  • Setup TNS: 0 ns

Global routing
  • GRT overflow: 0
  • Initial antenna violation count: 6
  • Number of global-route vias before repair: 43786
  • Pin count of the biggest net entering global routing: approximately 90
  • GRT Util Overall: between 20 and 30%
  • First-pass GRT wire length: around 280000 µm

Critical path
  • Req. time, crit path: roughly 20 ns
  • CP Max Fanout: 2
  • Critical Path AT: between 15 and 20 ns
  • Buf/Inv on CP: 1
  • Type of element launching the critical path: register
  • Worst path slowest cell: nor3_1
  • Worst setup EP type: output port
  • Critical Path, Cell by Cell: mux2i_1 > a22o_1 > nor3_1 > a31oi_1 > nand3_1 > clkdlybuf4s50_1
  • Family with the most delay on the worst path: simple AND/OR/NAND/NOR gates
  • Crit Path Class: reg2out
  • Crit path from: REGISTERS[2][30]
  • Crit-path max cell delay: 0.61 ns

Die
  • Die Size: roughly 0.14 mm²
  • Die height: 376.8 µm
  • Num ports: about 110
  • FP Util: 40.31%
  • Die Span X: between 300 and 400 µm
  • Rows: ~140
  • CORE AREA: around 0.14 mm²

Synthesis
  • Main synth FF type: edfxtp_1
  • Yosys cell types: 31
  • Syn Std Cell Area: 0.05618 mm²
  • Cell count listed in synth_stat.txt: approximately 4600
  • #FFs+latches synth: 1024
  • Synth Seq Share: between 50% and 60%
  • Area contributors post-synth: edfxtp_1 (55%), mux2i_1 (18%), and2_1 (11%)
  • Area leader share: between 50% and 60%
  • Synth warnings: 1
  • Asr flop ratio synth: 0%
  • EDFF count, synth: ~1000
  • YS chip area: ~0.056 mm²
  • Cell type with the largest total area: edfxtp_1
  • Syn_area_per_cell: 12.20 µm²
  • Mapped Cells: between 4000 and 5000

Finish
  • Regs by FF count: REGISTERS: 1024 flops
  • Most used logic cell in the final layout: inv_1
  • Layout cells sized above 1: 7.297%
  • Final Instance Area: about 0.067 mm²
  • Number of flip-flops in the largest register: between 1000 and 1500
  • Most numerous logic cells after layout: inv_1 (1059), edfxtp_1 (1024), mux2i_1 (1024)
  • Biggest register: REGISTERS
  • Non-filler cells, final: between 7000 and 8000
  • Area grow syn2layout: 18.41%

Power and ir drop
  • P_leak: 29.73 nW
  • Pwr per Cell Area: about 77 mW/mm²
  • Worst VDD drop: between 0.06 and 0.07 mV

CTS
  • CTS sink cnt: roughly 1000
  • Post-CTS Setup Bufs: 0
  • CTS Root Cell: clkbuf_16
  • Number of buffers created by CTS: between 100 and 150
  • Clock Pin Slew Worst Setup and Hold Paths: ~0.040 ns
  • H-tree levels: 3
  • # hold bufs at CTS: 0
  • Bufs on Longest Clock Path: 3
  • CTS tree: yes
  • Resized cells post-CTS: 0

Min path
  • Hold path start: OUT2_ADDR[1]
  • Min-Delay Path Class: in2out

Run status
  • Status: complete, no violations

Run
  • Max-cap violations: 0
  • OpenROAD warning count: between 1000 and 1500
==> routing by layer <==
metal,vias up,global-route usage [%],part of all wire [%]
met5,-,0,0.019
li1,18804,-,-
met2,1972,42.13,47
met3,353,16.85,12
met1,19993,35.75,37
met4,6,11.73,3.2
==> synth_stat cells (5+ instances only) <==
master / number
a21oi_1: 192
a22o_1: 128
a22oi_1: 192
a31oi_1: 64
and2_1: 994
buf_1: 17
buf_2: 56
buf_4: 64
buf_6: 49
clkbuf_1: 193
clkbuf_2: 63
edfxtp_1: 1024
mux2i_1: 1024
nand2_1: 196
nand2b_1: 5
nand3_1: 193
nor2_1: 19
nor2_2: 9
nor2_4: 7
nor3_1: 64
or2_2: 33
==> worst min-delay path, stage by stage <==
cell	delay, ns
buf_8	0.22
mux2i_1	0.21
a21oi_1	0.08
nand3_1	0.10
nand3_1	0.12
clkdlybuf4s50_1	0.42
==> metrics by stage <==
| stage | setup WS (ns) | hold slack (ns) | power [mW] | util, % |
|---|---|---|---|---|
| final | 4.368 | 10.97 | 5.113 | 47.73 |
| after global routing | 4.321 | 11.06 | 5.413 | 47.73 |
| after CTS | 4.390 | 11.02 | 5.179 | 47.73 |
| after detailed placement | 3.782 | 11.02 | 2.865 | 42.06 |
| after global placement | 3.777 | 11.00 | 2.862 | 42.06 |
| after floorplan | 5.701 | 10.06 | 2.640 | - |
==> area by class of cell <==
class | instances | area, µm²
antenna | 3 | 7.507
timing repair buffer | 253 | 2200
multi-input combinational | 3166 | 23320
clock inverter | 1124 | 4895
fill | 12211 | 72840
sequential | 1024 | 30750
tap | 1876 | 2347
clock buffer | 120 | 3003
==> power breakdown <==
part	internal, mW	switching (mW)	total, mW
Combinational	0.182	0.327	0.509
Sequential	2.04	0.0528	2.09
Clock	1.34	1.17	2.51
==> final timing paths <==
kind                         to  slack (ns)  cells after the start
setup / recovery  DATA_OUT2[30]        4.37                      6
hold / removal    DATA_OUT2[14]       10.97                      6
==> cell families (layout without fill, tap and decap cells) <==
kind of cell / count (synthesis) / in the layout / share of synthesized area [%]
flip-flops: 1024 / 1024 / 54.73
other: 1 / 35 / 0.006675
AND/OR/NAND/NOR: 1534 / 1534 / 15.67
AND-OR/OR-AND: 576 / 576 / 6.984
multiplexers: 1024 / 1024 / 18.24
buffers and inverters: 447 / 1497 / 4.361
Power is estimated from default activity; no workload was simulated.
